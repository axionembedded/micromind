==> flow/design.v <==
module linear_interpolation #(
    parameter DATA_WIDTH = 16
)(
    input  wire [DATA_WIDTH-1:0] x0,
    input  wire [DATA_WIDTH-1:0] y0,
    input  wire [DATA_WIDTH-1:0] x1,
    input  wire [DATA_WIDTH-1:0] y1,
    input  wire [DATA_WIDTH-1:0] x,
    output wire [DATA_WIDTH-1:0] y
);
    wire signed [DATA_WIDTH:0] dx;
    wire signed [DATA_WIDTH:0] dy;
    wire signed [2*DATA_WIDTH-1:0] num;
    wire signed [DATA_WIDTH-1:0] denom;
    wire signed [DATA_WIDTH-1:0] frac;
    wire signed [DATA_WIDTH:0] y_temp;
    assign dx    = x1 - x0;
    assign dy    = y1 - y0;
    assign num   = (x - x0) * dy;
    assign denom = dx != 0 ? dx : 1;  
    assign frac  = num / denom;
    assign y_temp = y0 + frac;
    assign y = y_temp[DATA_WIDTH-1:0];
endmodule
==> flow/run.sh <==
#!/bin/bash
# OpenROAD 26Q1-2900-gdf79404cd8, Yosys 0.63+post, stock flow scripts
make -C /OpenROAD-flow-scripts/flow DESIGN_CONFIG=/design/flow/config.mk WORK_HOME=/design/flow/orfs finish
==> flow/config.mk <==
export PLATFORM = sky130hd
export DESIGN_NAME = linear_interpolation
export DESIGN_NICKNAME = linear_interpolation
export VERILOG_FILES = /design/flow/design.v
export SDC_FILE = /design/flow/constraint.sdc
export NUM_CORES = 4
export LEC_CHECK = 1
export CORE_UTILIZATION = 30
==> flow/constraint.sdc <==
current_design linear_interpolation

set clk_period 361.2
set clk_io_pct 0.2

create_clock -name clk0 -period $clk_period

set non_clock_inputs [all_inputs -no_clocks]
set_input_delay [expr $clk_period * $clk_io_pct] -clock clk0 $non_clock_inputs
set_output_delay [expr $clk_period * $clk_io_pct] -clock clk0 [all_outputs]
==> reports/qor.csv <==
metric,value,unit
status,"finished, final reports clean",
CTS resizes,0,
Floorplan Utilization,30.3,%
CP dominant cell by count,o21a_1,
endpoints failing setup,0,
maximum capacitance violations,0,
Die Span Y,383,um
Final Hold Viols,0,
I/O pin count,96,
pin count of the biggest net entering global routing,41,
Vias/cell,5.52,
vias in the first global route,42900,
Crit path required time,288.96,ns
Sw Ratio,57.3,%
GRT Util Overall,23.2,%
ys cells,6105,
drt pass-1 iters,17,
unrepaired setup endpoints after global routing,no,
CP arrival,175.43,ns
MI comb area,41500,sq um
hold endpoint,y[10],
Crit Path Max Fanout,40,
post-synth cell types,110,
Sequential cell area,0,sq um
first-pass GRT wire length,258,mm
"Avg Cell Area, Syn",7.15,sq um
"Hold-fix buffers, CTS",0,
CP max stage delay,1.03,ns
Util after Layout,33.3,%
crit path kind,in2out,
Fillers,15300,
Cells after Synth,6105,
Clock buffer cells,0,
Post-Syn Area,43600,sq um
Cell Pwr Density,9820,nW/um^2
Die Width,383,um
sequential area share after synthesis,0,%
placed cell areas,48000,sq um
fin. max-slew vios,0,
post-CTS setup buffers,0,
maximum vdd drop,0.00783,V
yosys stat area,43600,sq um
initial antenna violation count,6,
Seq Cell Count,0,
core footprint,144000,sq um
Slew @ Worst Pin,1.25,ns
fraction of layout cells with a size suffix above 1,5.62,%
routed vias,45300,
DRC,0,
Iter 0 DRT Violations,3345,
port buffer count,96,
Tool Warnings,34,
# rows,139,
Setup TNS,0,ns
CP top delay family,AND-OR/OR-AND gates,
Leak,22.4,nW
worst hold path class,in2out,
Worst slew margin,16.2,%
routability cong.,1.05,
cycle use final,68.6,%
GR Overflow Total,0,
post-layout total power,471,mW
design area,48000,sq um
Worst setup SP type,primary input,
final wirelength,169,mm
hpwl dp,142,mm
min Tclk post-route,247.67,ns
die area,147000,sq um
"antenna viol nets, final",0,
internal power,201,mW
Hold Startpoint,y0[10],
crit end category,output port,
critical path's slowest cell,o21ai_0,
per-cell routed wire length,20.7,um
Highest Clock Rate,4.04,MHz
P_sw,270,mW
Hold Crit Depth,4,
area growth from synthesis to layout,10.0,%
yosys warns,0,
combined buffer and inverter count along the critical path,30,
[worst min-delay path, cell delays in order]
cell and delay [ns]:
clkdlybuf4s50_1 0.49, ha_1 0.17, xnor2_1 0.08, clkdlybuf4s50_1 0.40
[cell usage after synthesis, drive strengths merged, types with 45 or more instances]
master	number	share of area, %
a21oi	392	4.5
a21o	222	3.8
nor2	560	4.8
fa	286	13
nor4	45	0.68
or2	49	0.70
inv	542	4.7
o21ai	335	3.9
xor2	138	2.8
nand2b	106	1.5
a31oi	92	1.3
o31ai	59	1.1
clkbuf	152	1.3
nor3	227	2.6
o211ai	51	0.91
xnor2	269	5.4
nand2	634	5.5
o21a	185	3.2
or3	69	1.0
nand3	109	1.3
nand4	60	0.86
and2	106	1.5
mux2	61	1.6
ha	663	19
nor2b	97	1.4
[layer usage]
metal | GRT usage (%) | vias up | wire length (um)
li1 | - | 22100 | -
met1 | 31.4 | 21300 | 73300
met2 | 37.7 | 1542 | 77700
met3 | 4.15 | 303 | 11600
met4 | 7.12 | 0 | 6750
met5 | 0 | - | 0
[cell type report]
cell class	instances	area share, %
repair buffers	242	4.28
multi-input cells	5510	86.5
diodes	2	0.0104
well taps	1903	4.96
inverters	542	4.24
[worst max path at each step]
stage / start / to / cells after the start
finish: y0[1] / y[15] / 423
global route: y0[1] / y[15] / 424
CTS: y0[1] / y[15] / 425
[kinds of logic after synthesis]
group                      count (synthesis)  share of synthesized area [%]
and+or+nand+nor                         2182                           24.0
AOI/OAI and AO/OA                       1743                           26.9
muxes                                     92                           2.29
buffers and inverters                    730                           6.40
other                                      1                        0.00860
xor gates and xnor gates                 408                           8.24
adders and majority gates                949                           32.1
[cell usage in the layout (no fill, tap or decap), types with 38 or more instances in the layout]
| master | instances |
|---|---|
| a21o_1 | 222 |
| a21oi_1 | 387 |
| a31oi_1 | 88 |
| and2_1 | 105 |
| buf_4 | 146 |
| clkdlybuf4s50_1 | 96 |
| conb_1 | 136 |
| fa_1 | 286 |
| ha_1 | 663 |
| inv_1 | 541 |
| mux2_2 | 61 |
| nand2_1 | 634 |
| nand2b_1 | 106 |
| nand3_1 | 109 |
| nand4_1 | 60 |
| nor2_1 | 553 |
| nor2b_1 | 95 |
| nor3_1 | 224 |
| nor4_1 | 44 |
| o211ai_1 | 48 |
| o21a_1 | 185 |
| o21ai_0 | 300 |
| o21bai_1 | 38 |
| o31ai_1 | 56 |
| or2_2 | 48 |
| or3_1 | 68 |
| xnor2_1 | 260 |
| xor2_1 | 137 |
[power groups by stage]
stage             clock [mW]  combinational, mW  sequential [mW]
global route  0.000000000377                488                0
CTS                        0                475                0
[per-stage QoR]
step                setup slack [ns]  hold WS, ns  instances
global placement              117.10       145.61       8197
floorplan                     127.41       144.56       6240
detailed placement            115.90       145.62       8197
finish                        113.53       145.62       8199
global route                  105.96       145.68       8198
CTS                           115.50       145.63       8197
Power and IR drop assume default switching activity.
