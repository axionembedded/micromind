==> flow/design.v <==
module micromind(out, clk, reset);
parameter WIDTH = 8;
  output [WIDTH-1 : 0] out;
  input              clk, reset;
  reg [WIDTH-1 : 0]   out;
  wire               clk, reset;
  always @(posedge clk or posedge reset)
    if (reset)
      out <= 0;
    else
      out <= out + 1;
endmodule  
==> flow/run.sh <==
#!/bin/bash
# OpenROAD 26Q1-2900-gdf79404cd8, Yosys 0.63+post, stock flow scripts
make -C /OpenROAD-flow-scripts/flow DESIGN_CONFIG=/design/flow/config.mk WORK_HOME=/design/flow/orfs finish
==> flow/config.mk <==
export PLATFORM = sky130hd
export DESIGN_NAME = micromind
export DESIGN_NICKNAME = micromind
export VERILOG_FILES = /design/flow/design.v
export SDC_FILE = /design/flow/constraint.sdc
export NUM_CORES = 4
export LEC_CHECK = 1
export CORE_AREA = 10 10 70 70
export DIE_AREA = 0 0 80 80
==> flow/constraint.sdc <==
current_design micromind

set clk_period 1.6
set clk_io_pct 0.2

create_clock -name clk0 -period $clk_period [get_ports {clk}]

set non_clock_inputs [all_inputs -no_clocks]
set_input_delay [expr $clk_period * $clk_io_pct] -clock clk0 $non_clock_inputs
set_output_delay [expr $clk_period * $clk_io_pct] -clock clk0 [all_outputs]
==> run notes <==
Physical design

CTS built an H-tree with a depth of 1. The OpenROAD warning count stands at 25. The number of violations of the max-capacitance limit stands at 0. The flow ran to the end, and the final reports show no timing, DRC or antenna violations. Setup slack closes at 0.0971 ns. The via density per instance stands at 2.48.

The share of the Yosys chip area taken by registers is 0.625. For this run, the number of Yosys warnings is 1. At the floorplan stage, the core utilization is reported as 0.0938. The height of the chip stands at 80 microns. The largest individual stage delay along the critical path comes from the cell sky130_fd_sc_hd__clkdlybuf4s50_1.

The worst max-slew margin expressed relative to the limit stands at 0.797. The synth_stat.txt file lists the number of cells as 25. The largest register by flop count is out. The top fanout value on the critical path stands at 5. The total die area stands at 6400 sq um.

The number of setup buffers added after CTS is 0. The clock passes through at most 2 buffers. The count of TritonRoute iterations in the first routing pass stands at 2. For reference, the top cells by area after synthesis are sky130_fd_sc_hd__dfrtp_1, sky130_fd_sc_hd__xnor2_1, sky130_fd_sc_hd__xor2_1. Summed over all cells, the static leakage comes to 0.202 nW. The final timing report lists a hold violation count of 0. The layout cell share with drive strength beyond 1 stands at 0.135. In this run the critical register-to-register path is launched from out[2]. The detailed router placed 206 vias in this run. Checking hold timing, the worst path is listed with class input port to asynchronous set/reset pin.

The cell type that accounts for the most area after synthesis is sky130_fd_sc_hd__dfrtp_1. After detailed routing, the total wire length is 709 microns. The report puts the hold buffer count at CTS at 0.

Counting both buffers and inverters, the worst setup path holds a total of 1. In this run the critical path is formed by clkdlybuf4s50_1. Looking at the setup timing report, the critical path kind is flip-flop to output port.

STA puts the critical path data arrival time at 1.18 ns. The worst-case IR drop observed on VDD is 262 uV. Looking at the worst setup and hold paths, the clock pins of their registers show a slew of 0.05 ns. The via count of the first global-routing pass is 230. The aggregate negative setup slack stands at 0 ns. The wire length per cell after detailed routing stands at 8.54 microns. The pin closest to its max-slew limit shows a slew of 0.305 ns. The yosys-reported design area after synthesis stands at 320 sq um. The timing report attributes the biggest portion of critical-path delay to buffers and inverters.

The non-filler instance count after layout stands at 83. The top cell types in the final layout, fill and taps aside, are sky130_fd_sc_hd__clkdlybuf4s50_1, sky130_fd_sc_hd__dfrtp_1, sky130_fd_sc_hd__xor2_1, sky130_fd_sc_hd__xnor2_1, sky130_fd_sc_hd__clkbuf_4. Per STA, the highest per-stage delay on the worst path measures 0.51 ns. The total power of the final layout stands at 0.358 mW. A synthesized cell averages 12.8 sq um. TritonCTS built the clock tree. The largest registers in the layout are out: 8 flops. The number of clock sinks came to 8. Power spread over the standard cell area amounts to 730 nW/um^2. For this design the top-level I/O count stands at 10. The horizontal die size stands at 80 microns. The number of distinct library cells after synthesis stands at 11. Yosys reported a register bit count of 8. The remaining global-route overflow stands at 0.

Summed over all routing layers, the global router reports a total usage of 0.0238. The maximum clock frequency stands at 0.665 GHz. The number of instances in the synthesized netlist stands at 25. Per the OpenROAD floorplan log, the area of the core is 3420 sq um. The worst setup path is launched from a flip-flop. After synthesis the cells add up to 320 sq um. The initial antenna violation count was 0. Per the log, the first TritonRoute iteration ended with a DRC count of 5. The number of flip-flops under the largest register name stands at 8. The tightest hold path in the finished design has a slack of 0.320 ns.

The final setup violation count stands at 0. The post-route antenna net violation count stands at 0. Setup repair after global routing left no endpoint under its margin. The first-pass GRT wire length stands at 1.17 mm. The tree is rooted in a sky130_fd_sc_hd__clkbuf_4. The required time of the critical path stands at 1.28 ns. Buffers inserted during clock tree synthesis total 3. Of the available clock period, the critical path in the final layout requires 0.939.

Counting only logic cells after layout, the most numerous master is sky130_fd_sc_hd__clkdlybuf4s50_1. The worst path in the final design needs a cycle of 1.50 ns, including I/O delays and setup. The number of placed instances, taps included, is 80. For this run, the script counts the antenna cells in the layout as 0. The area share of the leading cell type in the synthesized netlist stands at 0.625. The buffer_ports step reported a buffer count of 9. Detailed placement finished with a half-perimeter wire length of 592 microns. The worst setup path is captured at an output port.

The last weighted congestion value of the routability-driven placer stands at 0.662. For the worst-skew pair, the clock arrives at the later sink with an insertion delay of 0.25 ns. The number of pins with negative max-slew slack in the final report stands at 0. The minimum setup slack after placement stands at 0.339 ns.

The number of cells on the worst reg-to-reg path is 3. The worst clock skew stands at 0.00334 ns. The standard-cell row count stands at 21.

The largest net degree at the start of global routing stands at 9. The capture point of the worst register-to-register path is recorded as out[7]. STA reports a reg2reg setup slack of 0.59 ns. The area growth from synthesis to layout stands at 53.1%. Post-CTS repair changed the size of 0 cells. The final routed DRC violation total stands at 0.
==> cell usage after synthesis (all sizes together) <==
cell type  count
dfrtp          8
nand3          3
xnor2          3
xor2           3
inv            2
nand2          2
and3           1
ha             1
nor2           1
nor3           1
==> cell type report <==
type	instances	area, sq um
Sequential cell	8	200
Timing Repair Buffer	9	90.1
Fill cell	397	2930
Tap cell	46	57.6
Inverter	2	7.51
Multi-Input combinational cell	15	113
Clock buffer	3	22.5
==> stage by stage <==
| stage | utilization | area (sq um) |
|---|---|---|
| 6_report | 0.144 | 490 |
| 5_1_grt | 0.144 | 490 |
| 3_5_place_dp | 0.137 | 468 |
| 2_1_floorplan | - | 320 |
| 4_1_cts | 0.144 | 490 |
| 3_3_place_gp | 0.137 | 468 |
==> where the power goes <==
| group | total [mW] | switching, mW | internal [mW] |
|---|---|---|---|
| registers | 0.203 | 0 | 0.203 |
| clock network | 0.149 | 0.0637 | 0.0855 |
| logic | 0.00634 | 0.00405 | 0.00229 |
==> per-layer routing <==
layer  track usage  share of wire  up-vias
met5             0              0        -
met4       0.00528              0        0
met3        0.0114          0.055        0
met2        0.0361           0.44        7
met1        0.0298           0.51       95
li1              -              -      104
==> worst max-delay path by stage <==
stage | cells after the start | slack [ns] | endpoint | startpoint
4_1_cts | 1 | 0.07 | out[2] | out[2]
5_1_grt | 1 | 0.05 | out[2] | out[2]
6_report | 1 | 0.1 | out[2] | out[2]
==> logic make-up (layout without fill, tap and decap cells) <==
family / count (synthesis) / after routing / share of synthesized area
buf+inv: 2 / 14 / 0.0234
simple gates: 8 / 8 / 0.148
fa+ha+maj: 1 / 1 / 0.0391
xor+xnor: 6 / 6 / 0.164
flops: 8 / 8 / 0.625
Power is estimated from default activity; no workload was simulated.
